--- /design/flow/run.sh ---
#!/bin/bash
# OpenROAD 26Q1-2900-gdf79404cd8, Yosys 0.63+post, stock flow scripts
make -C /OpenROAD-flow-scripts/flow DESIGN_CONFIG=/design/flow/config.mk WORK_HOME=/design/flow/orfs finish
--- /design/flow/config.mk ---
export PLATFORM = sky130hd
export DESIGN_NAME = mic_serial
export DESIGN_NICKNAME = mic_serial
export VERILOG_FILES = /design/flow/design.v
export SDC_FILE = /design/flow/constraint.sdc
export NUM_CORES = 4
export LEC_CHECK = 1
export CORE_UTILIZATION = 50
--- /design/flow/design.v ---
parameter DRAM_TYPE = "DDR3";
parameter nCK_PER_CLK = 4;
parameter tCK = 2500;
parameter REG_CTRL = "OFF";
parameter DQ_WIDTH = 16;
parameter DRAM_WIDTH = 16;
parameter ECC = "OFF";
parameter RANK_WIDTH = 1;
parameter BANK_WIDTH = 3;
parameter ROW_WIDTH = 14;
parameter COL_WIDTH = 10;
parameter tRP = 12500;
parameter tRRD = 7500;
parameter tRTP = 7500;
parameter tRCD = 12500;
parameter tRC = 55000;
parameter tRAS = 37500;
parameter tFAW = 40000;
parameter tWTR = 7500;
parameter tCKE = 75000;
parameter tREFI = 7800000;
parameter tRFC = 160000;
parameter tDLLK = 512;
parameter BURST_MODE = "8";
parameter BURST_TYPE = "SEQ";
parameter CL = 5;
parameter CWL = 5;
parameter AL = "0";
parameter SLOT_0_CONFIG = 8'b00000001;
parameter SLOT_1_CONFIG = 8'b00000000;
parameter RTT_NOM = "40";
parameter RTT_WR = "OFF";
parameter USER_REFRESH = "OFF";
parameter ADDR_CMD_MODE = "1T";
parameter OUTPUT_DRV = "LOW";
module mic_sample (input clk,                        
                   input rst_n,
                   output mic_clk,
                   output mic_ws,
                   input mic_so,
                   output reg signed [23:0]mic_data_left,
                   output reg signed [23:0]mic_data_right,
                   output reg finished_left,
                   output reg finished_right);
    reg mic_ws_d0;
    reg [15:0] clk_cnt;
    reg signed [23:0] data_r_r;
    reg signed [23:0] data_l_r;
    assign mic_clk = clk_cnt[1];
    assign mic_ws  = clk_cnt[7];
    always@(posedge clk or negedge rst_n)
    begin
        if (!rst_n)
            clk_cnt <= 16'd0;
        else
            clk_cnt <= clk_cnt + 16'd1;
    end
    always@(posedge mic_clk or negedge rst_n)
    begin
        if (!rst_n)
        begin
            data_r_r <= 24'd0;
            data_l_r <= 24'd0;
        end
        else if (clk_cnt[6:2] > 0 && clk_cnt[6:2] < 25)
        begin
            data_r_r <= mic_ws? {data_r_r[22:0],mic_so} : data_r_r;
            data_l_r <= !mic_ws? {data_l_r[22:0],mic_so} : data_l_r;
        end
            end
            always @(posedge clk or negedge rst_n)
            begin
                if (!rst_n)
                    mic_ws_d0 <= 1'd0;
                else
                    mic_ws_d0 <= mic_ws;
            end
            always @(posedge clk or negedge rst_n) begin
                if (!rst_n)
                begin
                    finished_right <= 0;
                    finished_left  <= 0;
                end
                else if (!mic_ws_d0 & mic_ws)
                begin
                    finished_right <= 1;
                    mic_data_right <= data_l_r;
                end
                    else if (mic_ws_d0 &!mic_ws)
                    begin
                    mic_data_left <= data_r_r;
                    finished_left <= 1;
                    end
                else
                begin
                    finished_left  <= 0;
                    finished_right <= 0;
                end
            end
            endmodule
module mic_serial (input clk,                  
                   input rst_n,
                   input rst_dsp,
                   output reg [1:0] led,
                   output mic_clk,
                   output mic_ws,
                   input mic_so1,
                   input mic_so2,
                   input mic_so3,
                   output signed[23:0] mic_0,
                   output signed[23:0] mic_1,
                   output signed[23:0] mic_2,
                   output signed[23:0] mic_3,
                   output signed[23:0] mic_4,
                   output signed[23:0] mic_5,
                   output finished_left1,
                   output finished_right1,
                   output reg start);
    wire signed[23:0] mic_data_left1;
    wire signed[23:0] mic_data_right1;
    wire signed[23:0] mic_data_left2;
    wire signed[23:0] mic_data_right2;
    wire signed[23:0] mic_data_left3;
    wire signed[23:0] mic_data_right3;
    reg  signed[23:0] mic_data_left1_d0;
    reg  signed[23:0] mic_data_right1_d0;
    reg  signed[23:0] mic_data_left2_d0;
    reg  signed[23:0] mic_data_right2_d0;
    reg  signed[23:0] mic_data_left3_d0;
    reg  signed[23:0] mic_data_right3_d0;
    reg  signed[23:0] mic_data_left1_d1;
    reg  signed[23:0] mic_data_right1_d1;
    reg  signed[23:0] mic_data_left2_d1;
    reg  signed[23:0] mic_data_right2_d1;
    reg  signed[23:0] mic_data_left3_d1;
    reg  signed[23:0] mic_data_right3_d1;
    reg  signed[23:0] mic_data_left1_d2;
    reg  signed[23:0] mic_data_right1_d2;
    reg  signed[23:0] mic_data_left2_d2;
    reg  signed[23:0] mic_data_right2_d2;
    reg  signed[23:0] mic_data_left3_d2;
    reg  signed[23:0] mic_data_right3_d2;
    wire finished_left2;
    wire finished_right2;
    wire finished_left3;
    wire finished_right3;
    assign mic_0 = mic_data_right1_d2;
    assign mic_1 = mic_data_left1_d2;
    assign mic_2 = mic_data_right2_d2;
    assign mic_3 = mic_data_left2_d2;
    assign mic_4 = mic_data_right3_d2;
    assign mic_5 = mic_data_left3_d2;
    reg [10:0] cnt_start;
    parameter 	MIC_GAP = 100000;
    always @(posedge clk or negedge rst_dsp)
    begin
        if (!rst_dsp)
        begin
            mic_data_left1_d0  <= 0;
            mic_data_right1_d0 <= 0;
            mic_data_left1_d1  <= 0;
            mic_data_right1_d1 <= 0;
            mic_data_left1_d2  <= 0;
            mic_data_right1_d2 <= 0;
            mic_data_left2_d0  <= 0;
            mic_data_left2_d1  <= 0;
            mic_data_left2_d2  <= 0;
            mic_data_right2_d0 <= 0;
            mic_data_left3_d0  <= 0;
            mic_data_right3_d0 <= 0;
            mic_data_right2_d1 <= 0;
            mic_data_left3_d1  <= 0;
            mic_data_right3_d1 <= 0;
            mic_data_right2_d2 <= 0;
            mic_data_left3_d2  <= 0;
            mic_data_right3_d2 <= 0;
            cnt_start <= 0;
        end
        else if (finished_left1)
        begin
            cnt_start         <= cnt_start+11'd1;
            mic_data_left1_d0 <= mic_data_left1;
            mic_data_left1_d1 <= mic_data_left1_d0;
            mic_data_left1_d2 <= mic_data_left1_d1;
            mic_data_left2_d0 <= mic_data_left2;
            mic_data_left2_d1 <= mic_data_left2_d0;
            mic_data_left2_d2 <= mic_data_left2_d1;
            mic_data_left3_d0 <= mic_data_left3;
            mic_data_left3_d1 <= mic_data_left3_d0;
            mic_data_left3_d2 <= mic_data_left3_d1;
        end
            else if (finished_right1)
            begin
            mic_data_right1_d0 <= mic_data_right1;
            mic_data_right1_d1 <= mic_data_right1_d0;
            mic_data_right1_d2 <= mic_data_right1_d1;
            mic_data_right2_d0 <= mic_data_right2;
            mic_data_right2_d1 <= mic_data_right2_d0;
            mic_data_right2_d2 <= mic_data_right2_d1;
            mic_data_right3_d0 <= mic_data_right3;
            mic_data_right3_d1 <= mic_data_right3_d0;
            mic_data_right3_d2 <= mic_data_right3_d1;
            end
            end
            always@(posedge clk or negedge rst_dsp)
            begin
                if (!rst_dsp)
                begin
                    start <= 0;
                end
                else if (finished_left1)
                begin
                    if (cnt_start == 11'd3)
                        start <= 1;
                        end
                end
                    always@(posedge clk)
                    begin
                        if ($signed(mic_data_left3) > $signed(mic_data_left3_d2) + MIC_GAP)
                            led <= 2'b01;
                        else if ($signed(mic_data_right3) >$signed(mic_data_right3_d2) + MIC_GAP)
                            led <= 2'b10;
                        else
                            led <= 2'b11;  
                    end
                    mic_sample mic_sample_inst1 (
                    .clk(clk),                    
                    .rst_n(rst_n),
                    .mic_clk(mic_clk),
                    .mic_ws(mic_ws),
                    .mic_so(mic_so1),
                    .mic_data_left(mic_data_left1),
                    .mic_data_right(mic_data_right1),
                    .finished_left(finished_left1),
                    .finished_right(finished_right1));
                    mic_sample mic_sample_inst2 (
                    .clk(clk),                    
                    .rst_n(rst_n),
                    .mic_clk(),
                    .mic_ws(),
                    .mic_so(mic_so2),
                    .mic_data_left(mic_data_left2),
                    .mic_data_right(mic_data_right2),
                    .finished_left(finished_left2),
                    .finished_right(finished_right2));
                    mic_sample mic_sample_inst3 (
                    .clk(clk),                    
                    .rst_n(rst_n),
                    .mic_clk(),
                    .mic_ws(),
                    .mic_so(mic_so3),
                    .mic_data_left(mic_data_left3),
                    .mic_data_right(mic_data_right3),
                    .finished_left(finished_left3),
                    .finished_right(finished_right3));
                    endmodule
--- /design/flow/constraint.sdc ---
current_design mic_serial

set clk_period 43.8
set clk_io_pct 0.2

create_clock -name clk0 -period $clk_period [get_ports {clk}]

set non_clock_inputs [all_inputs -no_clocks]
set_input_delay [expr $clk_period * $clk_io_pct] -clock clk0 $non_clock_inputs
set_output_delay [expr $clk_period * $clk_io_pct] -clock clk0 [all_outputs]
==> flow.log <==
[flow] collecting metrics
INFO  metric achievable-frequency = approximately 94 MHz
INFO  metric cts_hold_buf = 0
INFO  metric portBuffers = ~160
INFO  metric ys.flop_type = dfrtp_1
INFO  metric timing.critical_path.depth = 1
INFO  metric cts_max_path_buffers = 3
INFO  metric root_buffer = clkbuf_16
INFO  metric wirelength = 46.52 mm
INFO  metric finalPower = approximately 1.2 mW
INFO  metric clk_latency = ~590 ps
INFO  metric pre_cts_ws = 32480 ps
INFO  metric worstPathBufferInverterCount = 1
INFO  metric layout_min_cycle_time = 10680 ps
INFO  metric finalHoldViolations = 0
INFO  metric chip_area = 59840 um2
INFO  metric post_drt_wl_per_cell = 16.83 um
INFO  metric worst_ep_arrival_time = around 1900 ps
INFO  metric setup_slack = 33120 ps
INFO  metric number_of_instances_in_the_synthesized_netlist = 1756
INFO  metric report.final.setup_viol = 0
INFO  metric timing.critical_path.fanout_max = 38
INFO  metric cts.htree.levels = 3
INFO  metric ys_seq_frac = 0.6729
INFO  metric grt_max_degree = about 140
INFO  metric globalRouteTotalUtil = 0.1754
INFO  metric worstPathCellList = clkdlybuf4s50_1
INFO  metric crit_required = 35040 ps
INFO  metric timing.setup.tns = 0 ps
INFO  metric tritoncts_clock_tree = yes
INFO  metric log.warning_count = 31
INFO  metric slew-limit-headroom = 0.3621
INFO  metric drv.max_cap_violation_count = 0
INFO  metric unclocked_regs = 144
INFO  metric post_cts_resize_count = 0
INFO  metric synth.lib_cells_used.distinct = 48
INFO  metric ys_sh_simple = 0.02657
INFO  metric final_min_period_over_clock_period = 0.2438
INFO  metric netlist_logic_family_top = multiplexers
INFO  metric power.density = 34.51 nW/um2
INFO  metric first_global_vias = around 15000
INFO  metric route.vias.total = 14210
INFO  metric actual_transition_at_the_worst_max_transition_pin = 956.9 ps
INFO  metric route.detailed.vias_per_inst = 5.141
INFO  metric gpl.final_weighted_congestion = 0.8090
INFO  metric slew_viol_final = 0
INFO  metric grt_overflow = 0
INFO  metric dpl_hpwl = approximately 30 mm
INFO  metric crit_path_max_incr_delay = between 700 and 800 ps
INFO  metric drtIter0Drc = 646
INFO  metric ys_sh_aoi = 0.01547
INFO  metric rsz0062_at_grt = no
INFO  metric critical_path_launch_point_type = flop
INFO  metric area_delta_synth_final = 15.65%
INFO  metric netlist_area = 29430 um2
INFO  metric core.rowCount = 88
INFO  metric netlist.top_cell.by_area = dfrtp_1
INFO  metric io_pins = 157
INFO  metric xor_area_frac = 0.01786
INFO  metric result_of_the_run = finished clean
INFO  metric fin_util = 0.5877
INFO  metric adder_share = 0.02381
INFO  metric first_drt_pass_iteration_count = 5
INFO  metric effective_utilization_at_floorplan = 0.5082
INFO  metric synth.top_cell.area_share = 0.5246
INFO  metric post_cts_buffers = 0
INFO  metric worst_hold_path_type = reg -> reg
INFO  metric power_leakage = 16.10 nW
INFO  metric slowest_stage = dfrtp_4
INFO  metric yosys-top-cells-area = dfrtp_1 52%, mux2_2 19%, edfxtp_1 15%
INFO  metric grt_pass1_wl = around 80 mm
INFO  metric syn_area_per_cell = 16.76 um2
INFO  metric synthArstFlopShare = 0.8087
INFO  metric synth-cells-yosys = 1756
INFO  metric rr_endpoint = led[0]
INFO  metric timing.setup.critical_path_class = reg -> out
INFO  metric layout_cells_sized_above_1 = 0.3610
INFO  metric critical_path.endpoint_type = output port
INFO  metric synth.yosys.warnings = 2
INFO  metric die_y = 244.6 um
INFO  metric edf_count = 144
INFO  metric worstRegToRegCells = 13
INFO  metric postSynthRegisterBits = 763
INFO  metric clkSlewWorstSetupHoldPaths = 60 ps
INFO  metric lay_top_count = dfrtp_1
INFO  metric die_width = between 200 and 250 um
INFO  metric final_antenna_net_count = 0
INFO  metric critical_path.reg2reg.startpoint = mic_data_left3_d2[5]
INFO  metric regToRegSetupSlack = 40100 ps
INFO  metric post_synth_mux_area_share = 0.2254
INFO  metric critical_path.endpoint = finished_left1
INFO  metric vdd.ir_drop.worst = ~0.033 mV
INFO  metric crit_start = mic_sample_inst1.finished_left
INFO  metric worst_clock_skew = 17.55 ps
INFO  metric yosys.stat.chipArea = 29430 um2
INFO  metric number_of_unconstrained_endpoints = 288
INFO  metric drc_errors = 0
INFO  metric antenna_cells = 0
INFO  metric cts-buffers-inserted = around 70
INFO  metric most_frequent_cells_in_the_layout = 616 x dfrtp_1, 509 x mux2_2, 154 x clkdlybuf4s50_1
INFO  metric core_area = around 58000 um2
INFO  metric path_delay_family = flip-flops
INFO  metric number_of_antenna_violations_at_the_first_check_in_global_routing = 1
stage by stage:
stage               area (um2)  hold slack (ps)  instances
floorplan                29430            417.0       1756
global route             34040            481.9       2765
global placement         31740            453.4       2637
finish                   34040            469.6       2765
detailed placement       31740            461.9       2637
CTS                      34040            473.6       2765
synthesized netlist by cell type, drive strengths merged, types with 3 or more instances:
master and number:
nand3 26, a21o 5, nand2b 5, nand2 38, a31oi 4, and3 6, nor2b 7, xnor2 32
edfxtp 144, nor3 11, a21boi 5, buf 63, xor2 28, ha 56, a211oi 6, inv 18
and2 4, a21oi 15, nand4 14, o21ai 26, nor2 33, dfrtp 617, o31ai 3, mux2 569
power by group:
group / total (mW) / leakage, nW / switching, mW / internal, mW
Clock: 0.574 / 1.14 / 0.224 / 0.350
Sequential: 0.588 / 9.90 / 0 / 0.588
Combinational: 0.0122 / 5.05 / 0.0110 / 0.00120
cell type report:
type	instances	area [um2]
Clock buffer	105	2064
Clock inverter	23	234.0
Fill cell	4329	23880
Inverter	18	67.56
Multi-Input combinational cell	910	9111
Sequential cell	763	19810
Tap cell	765	957.2
Timing Repair Buffer	181	1795
layer usage:
layer  up-vias  GRT usage  share of wire
li1       6697          -              -
met1      7238     0.2941           0.47
met2       190     0.2592           0.47
met3        87    0.03538          0.040
met4         2    0.03768          0.025
met5         -          0        0.00028
worst min-delay path by stage:
stage	start	endpoint	slack, ps	cells past startpoint
4_1_cts	mic_sample_inst1.mic_data_left[14]	mic_data_left1_d0[14]	470	1
5_1_grt	mic_sample_inst1.mic_data_right[20]	mic_data_right1_d0[20]	480	1
6_report	mic_sample_inst1.mic_data_left[14]	mic_data_left1_d0[14]	470	1
kinds of logic (layout without fill, tap and decap cells):
kind of cell | Yosys count | after routing
adder cells (fa/ha/maj) | 56 | 56
multiplexers | 569 | 569
XOR/XNOR | 60 | 60
AND-OR/OR-AND | 73 | 73
buffers and inverters | 83 | 327
flip-flops | 763 | 763
AND/OR/NAND/NOR | 152 | 152
Power and IR drop assume default switching activity.
